## design/flow/run.sh

```bash
#!/bin/bash
# OpenROAD 26Q1-2900-gdf79404cd8, Yosys 0.63+post, stock flow scripts
make -C /OpenROAD-flow-scripts/flow DESIGN_CONFIG=/design/flow/config.mk WORK_HOME=/design/flow/orfs finish
```

## design/flow/config.mk

```make
export PLATFORM = sky130hd
export DESIGN_NAME = alu
export DESIGN_NICKNAME = alu
export VERILOG_FILES = /design/flow/design.v
export SDC_FILE = /design/flow/constraint.sdc
export NUM_CORES = 4
export LEC_CHECK = 1
export CORE_UTILIZATION = 40
```

## design/flow/constraint.sdc

```tcl
current_design alu

set clk_period 25.2
set clk_io_pct 0.2

create_clock -name clk0 -period $clk_period

set non_clock_inputs [all_inputs -no_clocks]
set_input_delay [expr $clk_period * $clk_io_pct] -clock clk0 $non_clock_inputs
set_output_delay [expr $clk_period * $clk_io_pct] -clock clk0 [all_outputs]
```

## design/flow/design.v

```verilog
module full_adder (
  input a,
  input b,
  input cin,
  output sum,
  output cout
);
  assign sum = a ^ b ^ cin;
  assign cout = (a & b) | (a & cin) | (b & cin);
endmodule
module ripple_carry_adder_32 (
  input [31:0] a,
  input [31:0] b,
  input cin,
  output [31:0] sum,
  output cout
);
  wire [30:0] carry;
  full_adder fa0 (.a(a[0]), .b(b[0]), .cin(cin), .sum(sum[0]), .cout(carry[0]));
  full_adder fa1 (.a(a[1]), .b(b[1]), .cin(carry[0]), .sum(sum[1]), .cout(carry[1]));
  full_adder fa2 (.a(a[2]), .b(b[2]), .cin(carry[1]), .sum(sum[2]), .cout(carry[2]));
  full_adder fa3 (.a(a[3]), .b(b[3]), .cin(carry[2]), .sum(sum[3]), .cout(carry[3]));
  full_adder fa4 (.a(a[4]), .b(b[4]), .cin(carry[3]), .sum(sum[4]), .cout(carry[4]));
  full_adder fa5 (.a(a[5]), .b(b[5]), .cin(carry[4]), .sum(sum[5]), .cout(carry[5]));
  full_adder fa6 (.a(a[6]), .b(b[6]), .cin(carry[5]), .sum(sum[6]), .cout(carry[6]));
  full_adder fa7 (.a(a[7]), .b(b[7]), .cin(carry[6]), .sum(sum[7]), .cout(carry[7]));
  full_adder fa8 (.a(a[8]), .b(b[8]), .cin(carry[7]), .sum(sum[8]), .cout(carry[8]));
  full_adder fa9 (.a(a[9]), .b(b[9]), .cin(carry[8]), .sum(sum[9]), .cout(carry[9]));
  full_adder fa10 (.a(a[10]), .b(b[10]), .cin(carry[9]), .sum(sum[10]), .cout(carry[10]));
  full_adder fa11 (.a(a[11]), .b(b[11]), .cin(carry[10]), .sum(sum[11]), .cout(carry[11]));
  full_adder fa12 (.a(a[12]), .b(b[12]), .cin(carry[11]), .sum(sum[12]), .cout(carry[12]));
  full_adder fa13 (.a(a[13]), .b(b[13]), .cin(carry[12]), .sum(sum[13]), .cout(carry[13]));
  full_adder fa14 (.a(a[14]), .b(b[14]), .cin(carry[13]), .sum(sum[14]), .cout(carry[14]));
  full_adder fa15 (.a(a[15]), .b(b[15]), .cin(carry[14]), .sum(sum[15]), .cout(carry[15]));
  full_adder fa16 (.a(a[16]), .b(b[16]), .cin(carry[15]), .sum(sum[16]), .cout(carry[16]));
  full_adder fa17 (.a(a[17]), .b(b[17]), .cin(carry[16]), .sum(sum[17]), .cout(carry[17]));
  full_adder fa18 (.a(a[18]), .b(b[18]), .cin(carry[17]), .sum(sum[18]), .cout(carry[18]));
  full_adder fa19 (.a(a[19]), .b(b[19]), .cin(carry[18]), .sum(sum[19]), .cout(carry[19]));
  full_adder fa20 (.a(a[20]), .b(b[20]), .cin(carry[19]), .sum(sum[20]), .cout(carry[20]));
  full_adder fa21 (.a(a[21]), .b(b[21]), .cin(carry[20]), .sum(sum[21]), .cout(carry[21]));
  full_adder fa22 (.a(a[22]), .b(b[22]), .cin(carry[21]), .sum(sum[22]), .cout(carry[22]));
  full_adder fa23 (.a(a[23]), .b(b[23]), .cin(carry[22]), .sum(sum[23]), .cout(carry[23]));
  full_adder fa24 (.a(a[24]), .b(b[24]), .cin(carry[23]), .sum(sum[24]), .cout(carry[24]));
  full_adder fa25 (.a(a[25]), .b(b[25]), .cin(carry[24]), .sum(sum[25]), .cout(carry[25]));
  full_adder fa26 (.a(a[26]), .b(b[26]), .cin(carry[25]), .sum(sum[26]), .cout(carry[26]));
  full_adder fa27 (.a(a[27]), .b(b[27]), .cin(carry[26]), .sum(sum[27]), .cout(carry[27]));
  full_adder fa28 (.a(a[28]), .b(b[28]), .cin(carry[27]), .sum(sum[28]), .cout(carry[28]));
  full_adder fa29 (.a(a[29]), .b(b[29]), .cin(carry[28]), .sum(sum[29]), .cout(carry[29]));
  full_adder fa30 (.a(a[30]), .b(b[30]), .cin(carry[29]), .sum(sum[30]), .cout(carry[30]));
  full_adder fa31 (.a(a[31]), .b(b[31]), .cin(carry[30]), .sum(sum[31]), .cout(cout));
endmodule
module barrel_shifter (
  input [31:0] data_in,
  input [4:0] shift_amt,
  input shift_left,
  input arithmetic,
  output [31:0] data_out
);
  wire [31:0] stage0, stage1, stage2, stage3, stage4;
  wire [31:0] reversed_data, final_data;
  wire fill_bit;
  assign reversed_data[0] = data_in[31];
  assign reversed_data[1] = data_in[30];
  assign reversed_data[2] = data_in[29];
  assign reversed_data[3] = data_in[28];
  assign reversed_data[4] = data_in[27];
  assign reversed_data[5] = data_in[26];
  assign reversed_data[6] = data_in[25];
  assign reversed_data[7] = data_in[24];
  assign reversed_data[8] = data_in[23];
  assign reversed_data[9] = data_in[22];
  assign reversed_data[10] = data_in[21];
  assign reversed_data[11] = data_in[20];
  assign reversed_data[12] = data_in[19];
  assign reversed_data[13] = data_in[18];
  assign reversed_data[14] = data_in[17];
  assign reversed_data[15] = data_in[16];
  assign reversed_data[16] = data_in[15];
  assign reversed_data[17] = data_in[14];
  assign reversed_data[18] = data_in[13];
  assign reversed_data[19] = data_in[12];
  assign reversed_data[20] = data_in[11];
  assign reversed_data[21] = data_in[10];
  assign reversed_data[22] = data_in[9];
  assign reversed_data[23] = data_in[8];
  assign reversed_data[24] = data_in[7];
  assign reversed_data[25] = data_in[6];
  assign reversed_data[26] = data_in[5];
  assign reversed_data[27] = data_in[4];
  assign reversed_data[28] = data_in[3];
  assign reversed_data[29] = data_in[2];
  assign reversed_data[30] = data_in[1];
  assign reversed_data[31] = data_in[0];
  wire [31:0] shift_data;
  assign shift_data = shift_left ? reversed_data : data_in;
  assign fill_bit = (arithmetic & ~shift_left) ? shift_data[31] : 1'b0;
  assign stage0 = shift_amt[0] ? {fill_bit, shift_data[31:1]} : shift_data;
  assign stage1 = shift_amt[1] ? {{2{fill_bit}}, stage0[31:2]} : stage0;
  assign stage2 = shift_amt[2] ? {{4{fill_bit}}, stage1[31:4]} : stage1;
  assign stage3 = shift_amt[3] ? {{8{fill_bit}}, stage2[31:8]} : stage2;
  assign stage4 = shift_amt[4] ? {{16{fill_bit}}, stage3[31:16]} : stage3;
  assign final_data[0] = stage4[31];
  assign final_data[1] = stage4[30];
  assign final_data[2] = stage4[29];
  assign final_data[3] = stage4[28];
  assign final_data[4] = stage4[27];
  assign final_data[5] = stage4[26];
  assign final_data[6] = stage4[25];
  assign final_data[7] = stage4[24];
  assign final_data[8] = stage4[23];
  assign final_data[9] = stage4[22];
  assign final_data[10] = stage4[21];
  assign final_data[11] = stage4[20];
  assign final_data[12] = stage4[19];
  assign final_data[13] = stage4[18];
  assign final_data[14] = stage4[17];
  assign final_data[15] = stage4[16];
  assign final_data[16] = stage4[15];
  assign final_data[17] = stage4[14];
  assign final_data[18] = stage4[13];
  assign final_data[19] = stage4[12];
  assign final_data[20] = stage4[11];
  assign final_data[21] = stage4[10];
  assign final_data[22] = stage4[9];
  assign final_data[23] = stage4[8];
  assign final_data[24] = stage4[7];
  assign final_data[25] = stage4[6];
  assign final_data[26] = stage4[5];
  assign final_data[27] = stage4[4];
  assign final_data[28] = stage4[3];
  assign final_data[29] = stage4[2];
  assign final_data[30] = stage4[1];
  assign final_data[31] = stage4[0];
  assign data_out = shift_left ? final_data : stage4;
endmodule
module alu (
  input [31:0] op1,
  input [31:0] op2,
  input [3:0] alu_ctrl,
  output reg [31:0] alu_out,
  output zero
);
  wire [31:0] addsub_result;
  wire [31:0] shift_result;
  wire addsub_cout;
  wire [31:0] op2_modified;
  wire subtract;
  wire slt_result, sltu_result;
  wire shift_left, shift_arith;
  assign subtract = (alu_ctrl == 4'b0001) | (alu_ctrl == 4'b1000) | (alu_ctrl == 4'b1001);
  assign op2_modified = subtract ? ~op2 : op2;
  ripple_carry_adder_32 adder_subtractor (
    .a(op1),
    .b(op2_modified),
    .cin(subtract ? 1'b1 : 1'b0),
    .sum(addsub_result),
    .cout(addsub_cout)
  );
  assign shift_left = (alu_ctrl == 4'b0101);   
  assign shift_arith = (alu_ctrl == 4'b0111);  
  barrel_shifter shifter (
    .data_in(op1),
    .shift_amt(op2[4:0]),
    .shift_left(shift_left),
    .arithmetic(shift_arith),
    .data_out(shift_result)
  );
  assign slt_result = (op1[31] == op2[31]) ? addsub_result[31] : op1[31];
  assign sltu_result = ~addsub_cout;
  always @(*) begin
    case (alu_ctrl)
      4'b0000: alu_out = addsub_result;         
      4'b0001: alu_out = addsub_result;         
      4'b0010: alu_out = op1 & op2;            
      4'b0011: alu_out = op1 | op2;            
      4'b0100: alu_out = op1 ^ op2;            
      4'b0101: alu_out = shift_result;         
      4'b0110: alu_out = shift_result;         
      4'b0111: alu_out = shift_result;         
      4'b1000: alu_out = {31'b0, slt_result};  
      4'b1001: alu_out = {31'b0, sltu_result}; 
      default: alu_out = 32'b0;
    endcase
  end
  assign zero = (alu_out == 32'b0);
endmodule
```

==> deck_impl_summary.md <==
Implementation Results

Layout
  • Finished Core Util: 50.1%
  • Non-Filler Instances: 1124
  • Share of cells above drive strength 1: 11.7%
  • P&R area growth vs syn: 21.8%
  • FF+latch area: 0 µm²
  • Registers: 0
  • # clk buffers: 0

Yosys
  • Syn Area/Cell: 7.48 µm²
  • # Cells Yosys: 842
  • Post-synth seq share: 0%
  • Mapped Area: 6300 µm²
  • YS chip area: 6300 µm²
  • Mapped Cells: 842
  • Cell Type Count: 66
  • YS warnings: 1

Global routing
  • First-pass GRT wire length: 45.8 mm
  • Vias in the first global route: 7232
  • Overall Global Routing Usage: 39.6%
  • Grt ovf: 0
  • Antenna violations before repair: 1
  • Largest net degree at the start of global routing: 51

Setup path
  • CP Class: input pin to primary output
  • Crit end category: primary output
  • Worst EP required: 20.16 ns
  • Critical path fanouts, max: 3
  • Arr. time, crit path: 19.57 ns
  • CP peak stage delay: 0.64 ns
  • CP startpoint kind: input pin
  • CP most frequent cell: fa_2
  • Crit path max-delay cell type: or4b_2

Placement
  • RePlAce Congestion: 1.02
  • Placed Cells: 1123
  • Post-DP HPWL: 23.3 mm
  • PortBufs: 101

Final timing
  • RSZ-0062 raised after global routing: no
  • Relative slew slack: 29.5%
  • Final setup viols: 0
  • Part of the cycle the worst path needs: 97.7%
  • Min Tclk post-route: 24.61 ns
  • F_max: 40.6 MHz
  • Pins Over Slew Limit: 0
  • Final Hold Viols: 0
  • Tightest Pin Transition: 1.04 ns
  • Total negative slack: 0 ns

Job
  • Tool warning count: 64
  • Reported max-cap violation count: 0

Power and ir drop
  • P per Cell Area: 22.5 nW/µm²
  • Worst VDD drop: 11.3 µV
  • Lkg Pwr: 3.03 nW

Routing
  • Final ANT Viol Nets: 0
  • Initial DRC Count: 881
  • Pre-antenna DRT Iters: 5
  • Remaining routing DRC violations: 0
  • DR vias/cell: 6.66
  • Drt total wl: 30.7 mm
  • DR vias: 7489
  • Wirelength per Cell: 27.3 µm

Worst hold path
  • Hold/Removal Path Class: input pin to primary output

Outcome
  • Outcome: completed

Die
  • Die y size: 128 µm
  • Initial Utilization: 41.2%
  • Die ar.: 16300 µm²
  • Core footprint: 15300 µm²
  • # IOs: 101
  • Die Wd: 128 µm
  • # rows: 45
[cells in the final DEF, fill, tap and decap left out, drive strengths merged, types with 10 or more instances in the layout]
master and count:
ha 64, a31oi 10, clkdlybuf4s50 99, inv 66, a21oi 30, o211ai 28
nor2 52, mux2i 52, a221o 14, nor3 18, nand2 93, o22ai 11
o21ai 48, a22oi 29, buf 41, nor4 12, mux2 10, nand3 26
xnor2 31, fa 31, mux4 24, a221oi 12
[synth_stat cells, types with 5 or more instances]
cell	count	area share, %
a2111oi_0	5	0.69
a211oi_1	7	0.83
a21oi_1	30	2.4
a221o_1	14	2.2
a221oi_1	12	1.7
a22oi_1	29	3.5
a31oi_1	10	0.99
buf_1	11	0.66
buf_2	7	0.56
clkbuf_1	50	3.0
fa_1	31	9.8
ha_1	64	13
inv_1	66	3.9
mux2_2	8	1.4
mux2i_1	52	8.3
mux4_2	24	8.6
nand2_1	93	5.5
nand2b_1	8	0.79
nand3_1	26	2.1
nor2_1	52	3.1
nor2b_1	5	0.50
nor3_1	17	1.3
nor4_1	12	1.2
o2111ai_1	6	0.83
o211ai_1	28	3.3
o21ai_0	48	3.8
o22ai_1	11	1.1
o31ai_1	8	0.95
o32ai_1	7	0.97
xnor2_1	31	4.3
[layer usage]
layer | global-route usage (%) | routed length (µm)
met5 | 0 | 0
met4 | 14.6 | 1330
met3 | 17.4 | 3940
met2 | 57.1 | 13000
met1 | 53.0 | 12400
[per-stage QoR]
step           cell area [µm²]  setup slack (ns)  power, mW  hold slack (ns)
4_1_cts                   7650            0.0439      0.168            11.40
6_report                  7680             0.586      0.173            11.40
2_1_floorplan             6310            0.0351     0.0915            10.33
3_5_place_dp              7610            -0.771      0.165            11.39
5_1_grt                   7680            0.0561      0.187            11.47
3_3_place_gp              7610            -0.644      0.165            11.37
[worst max-delay path: cells and delay by family]
family,cells,cell delay [ns]
mux,1,0.29
simple gates,4,0.95
buf+inv,4,1.09
compound gates,4,0.61
fa+ha+maj,31,11.61
[final timing paths]
check / depth (start not counted) / startpoint / end
max: 44 / alu_ctrl[1] / zero
min: 10 / op2[1] / alu_out[1]
[power by group]
| group | switching, mW | total (mW) | internal, mW |
|---|---|---|---|
| Combinational | 0.0997 | 0.173 | 0.0733 |
| Clock | 0 | 0.000000000611 | 0.000000000602 |
| Sequential | 0 | 0 | 0 |
| Total | 0.0997 | 0.173 | 0.0733 |
[kinds of logic after synthesis]
group / count (synthesis) / share of synthesized area, %
simple gates: 246 / 18.5
compound gates: 246 / 27.5
mux: 86 / 18.6
xor+xnor: 31 / 4.31
buf+inv: 138 / 8.54
fa+ha+maj: 95 / 22.6
[cell type report]
class                           instances  area [µm²]
Multi-Input combinational cell        704        5860
Inverter                               68         255
Tap cell                              211         264
Fill cell                            1438        7640
Antenna cell                            1        2.50
Timing Repair Buffer                  140        1300
[repair_timing]
item,4_1_cts,5_1_grt
pin swaps,0,1
buffers inserted,0,0
hold endpoints to repair,0,0
hold buffers,0,0
setup endpoints to repair,4,3
gates resized,15,9
Power is estimated from default activity; no workload was simulated.
