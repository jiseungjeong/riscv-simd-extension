File: design.v
module vmac(
    input wire clk,
    input wire rst_n,  
    input wire [1:0] ctrl,
    input wire [31:0] a,
    input wire [31:0] b,
    input wire valid_in,
    output reg valid_out,
    output reg [31:0] result
);
    wire [7:0] a0 = a[7:0];
    wire [7:0] a1 = a[15:8];
    wire [7:0] a2 = a[23:16];
    wire [7:0] a3 = a[31:24];
    wire [7:0] b0 = b[7:0];
    wire [7:0] b1 = b[15:8];
    wire [7:0] b2 = b[23:16];
    wire [7:0] b3 = b[31:24];
    wire [15:0] a0_signed = {{8{a0[7]}}, a0};
    wire [15:0] a1_signed = {{8{a1[7]}}, a1};
    wire [15:0] a2_signed = {{8{a2[7]}}, a2};
    wire [15:0] a3_signed = {{8{a3[7]}}, a3};
    wire [15:0] b0_signed = {{8{b0[7]}}, b0};
    wire [15:0] b1_signed = {{8{b1[7]}}, b1};
    wire [15:0] b2_signed = {{8{b2[7]}}, b2};
    wire [15:0] b3_signed = {{8{b3[7]}}, b3};
    wire [15:0] sum0 = a0_signed + b0_signed;
    wire [15:0] sum1 = a1_signed + b1_signed;
    wire [15:0] sum2 = a2_signed + b2_signed;
    wire [15:0] sum3 = a3_signed + b3_signed;
    reg [2:0] cycle_counter;  
    reg computing;  
    reg [15:0] mult_results [0:3];
    always @(posedge clk) begin
        if (!rst_n) begin
            cycle_counter <= 3'b0;
            computing <= 1'b0;
            result <= 32'b0;
            valid_out <= 1'b0;
        end else if (valid_in && !computing) begin
            case (ctrl)
                2'b00, 2'b01, 2'b10, 2'b11: begin
                    computing <= 1'b1;
                    cycle_counter <= 3'b0;
                end
            endcase
        end
        else if (computing) begin  
            case (ctrl)
                2'b00: begin  
                    result[7:0]   <= sum0[7:0];
                    result[15:8]  <= sum1[7:0];
                    result[23:16] <= sum2[7:0];
                    result[31:24] <= sum3[7:0];
                    valid_out <= 1'b1;
                    computing <= 1'b0;
                end
                2'b01: begin  
                    case (cycle_counter)
                        3'd0: begin
                            mult_results[0] <= a0_signed * b0_signed;
                            mult_results[1] <= a1_signed * b1_signed;
                            cycle_counter <= cycle_counter + 1'b1;
                        end
                        3'd1: begin
                            result[15:0] <= mult_results[0];
                            result[31:16] <= mult_results[1];
                            valid_out <= 1'b1;
                            computing <= 1'b0;
                            cycle_counter <= 3'b0;
                        end
                        default: begin
                        end
                    endcase
                end
                2'b10: begin  
                    case (cycle_counter)
                        3'd0: begin
                            mult_results[0] <= a0_signed * b0_signed;
                            mult_results[1] <= a1_signed * b1_signed;
                            mult_results[2] <= a2_signed * b2_signed;
                            mult_results[3] <= a3_signed * b3_signed;
                            cycle_counter <= cycle_counter + 1'b1;
                        end
                        3'd1: begin
                            result <= {mult_results[0][15] ? 16'hFFFF : 16'h0000, mult_results[0]} +
                                      {mult_results[1][15] ? 16'hFFFF : 16'h0000, mult_results[1]} +
                                      {mult_results[2][15] ? 16'hFFFF : 16'h0000, mult_results[2]} +
                                      {mult_results[3][15] ? 16'hFFFF : 16'h0000, mult_results[3]};
                            valid_out <= 1'b1;
                            computing <= 1'b0;
                            cycle_counter <= 3'b0;
                        end
                        default: begin
                        end
                    endcase
                end
                2'b11: begin  
                    case (cycle_counter)
                        3'd0: begin
                            mult_results[0] <= a2_signed * b2_signed;
                            mult_results[1] <= a3_signed * b3_signed;
                            cycle_counter <= cycle_counter + 1'b1;
                        end
                        3'd1: begin
                            result[15:0] <= mult_results[0];
                            result[31:16] <= mult_results[1];
                            valid_out <= 1'b1;
                            computing <= 1'b0;
                            cycle_counter <= 3'b0;
                        end
                        default: begin
                        end
                    endcase
                end
            endcase
        end 
        else begin if (valid_out) 
            begin
            valid_out <= 1'b0;
            end
        end
    end
endmodule
File: run.sh
#!/bin/bash
# OpenROAD 26Q1-2900-gdf79404cd8, Yosys 0.63+post, stock flow scripts
make -C /OpenROAD-flow-scripts/flow DESIGN_CONFIG=/design/flow/config.mk WORK_HOME=/design/flow/orfs finish
File: config.mk
export PLATFORM = sky130hd
export DESIGN_NAME = vmac
export DESIGN_NICKNAME = vmac
export VERILOG_FILES = /design/flow/design.v
export SDC_FILE = /design/flow/constraint.sdc
export NUM_CORES = 4
export LEC_CHECK = 1
export CORE_UTILIZATION = 30
File: constraint.sdc
current_design vmac

set clk_period 6.8
set clk_io_pct 0.2

create_clock -name clk0 -period $clk_period [get_ports {clk}]

set non_clock_inputs [all_inputs -no_clocks]
set_input_delay [expr $clk_period * $clk_io_pct] -clock clk0 $non_clock_inputs
set_output_delay [expr $clk_period * $clk_io_pct] -clock clk0 [all_outputs]
==> metrics.yaml <==
global_routing:
  grt_overflow: 0
  grt.total_usage: 0.168
  first_global_vias: 13300
  grt_max_degree: 49
  antenna_found_initial: 0
  grt_pass1_wl_um: 71100
placed_design:
  gp_congestion: 0.937
  hpwl_um: 36900
  port_buffers: 101
  place_area_um2: 18900
floorplanning:
  fp.coreArea_um2: 55200
  num_rows: 86
  die_w_um: 239
  die_y_um: 239
  ios: 102
  fp-utilization: 0.305
  chip_area_um2: 57000
run:
  warnings: 28
  cap_violations: 0
clock_network:
  clk_latency_ns: 0.36
  hold_buffers: 0
  path_clk_slew_ns: 0.07
  numCtsBuffers: 9
  cts_root_buf: "clkbuf_16"
  htreeDepth: 3
  cts_setup_buffers: 0
  cts_max_path_buffers: 2
  clock_sinks: 101
  tritoncts: "yes"
  cts_resized: 0
critical_path:
  critPathLaunchType: "input port"
  slowest_stage: "clkdlybuf4s50_1"
  required_ns: 6.91
  crit_fanout: 8
  crit_type: "input port to flop"
  critPathMaxStageDelay_ns: 0.66
  reg2reg_slack_ns: 2.85
  cp.arrival_ns: 6.37
  path_delay_family: "adder cells"
  cp-end-kind: "flop"
  cp_cell_sequence: "clkdlybuf4s50_1 -> ha_1 -> inv_1 -> fa_1 -> inv_1 -> fa_1 -> fa_1 -> inv_1 -> fa_1 -> inv_1 -> ha_1 -> nor3_1 -> nor2_1 -> and3_1 -> a221oi_1 -> o21ai_0 -> xnor2_1 -> mux2_2"
  crit_buf_inv: 5
cells_and_area:
  mi_logic_area_um2: 12400
  fillCellCount: 5494
  final_core_util: 0.347
  area_delta_synth_final_pct: 14.0
  design_area_um2: 19200
  drive_gt1_frac: 0.0460
  register_area_um2: 2660
sta:
  hold_viol: 0
  finalCriticalPeriod_ns: 6.26
  worstMarginPinSlew_ns: 0.790
  fin_crit_sh: 0.921
  rsz0062_at_grt: "false"
  fmax_mhz: 160
  holdWs_ns: 0.487
  drv_slew: 0
  slew_headroom: 0.473
  fin_setup_tns_ns: 0
  setup_viol_count_final: 0
  finClkSkew_ns: 0.00855
detailed_routing:
  drtAntennaViolNets: 0
  viasPerCell: 4.56
  drtIter0Drc: 510
  vias: 12200
  drt-wirelength-per-cell_um: 16.2
  insertedDiodeCount: 0
  wl_um: 43500
  drc: 0
  first_pass_iters: 5
synthesis:
  area_leaders: "fa_1 31%, ha_1 13%, edfxtp_1 11%"
  ys_types: 66
  syn_avg_cell_area_um2: 9.26
  syn_inst: 1816
  ys_seq_frac: 0.158
  synth-edff-count: 64
  netlist.area_leader.share: 0.306
  post-synth-top-count-cell: "inv_1"
  synth.top_cells.by_count: "442 x inv_1, 257 x fa_1, 170 x ha_1"
  yosysTopAreaCell: "fa_1"
  yosysWarningCount: 2
  yosys_area_um2: 16800
  yosys_cells: 1816
  ys.flops: 101
  ff_type: "edfxtp_1"
  synthArstFlopShare: 0
  synth_area_um2: 16800
power_and_ir_drop:
  power_mw: 6.13
  p_per_area_nw_per_um2: 320
  p_leak_nw: 8.94
  ir_drop_mv: 0.190
hold_path:
  hold_class: "flop to flop"
outcome:
  outcome: "completed"
==> worst paths after layout <==
kind	end	startpoint	cells after the start
worst max-delay path	mult_results[1][15]$_DFFE_PP_	a[12]	18
worst min-delay path	result[0]$_SDFFE_PN0P_	result[0]$_SDFFE_PN0P_	2
worst max register to register	result[31]$_SDFFE_PN0P_	mult_results[1][1]$_DFFE_PP_	14
worst min register to register	result[0]$_SDFFE_PN0P_	result[0]$_SDFFE_PN0P_	2
==> registers in the layout, summed over array words and instances, names as in the netlist <==
name	count
mult_results	64
cycle_counter	3
valid_out	1
computing	1
result	32
==> power by group <==
| part | internal (mW) | switching, mW |
|---|---|---|
| clock | 0.261 | 0.238 |
| combinational | 2.03 | 2.65 |
| sequential | 0.892 | 0.0538 |
| total | 3.19 | 2.94 |
==> metrics by stage <==
stage                     instances  setup slack (ns)
after floorplan                1816              1.14
after global placement         2666             0.263
after detailed placement       2666             0.187
after CTS                      2682             0.545
after global routing           2682             0.260
final                          2682             0.538
==> worst reg2reg max path: cells and delay by family (launching register included) <==
| kind | cells | cell delay, ns |
|---|---|---|
| flops | 1 | 0.47 |
| buf+inv | 3 | 0.24 |
| compound gates | 5 | 1.09 |
| simple gates | 2 | 0.43 |
| fa+ha+maj | 4 | 1.60 |
==> cell families (layout without fill, tap and decap cells) <==
family | Yosys count | count (layout) | synth area share
buffers and inverters | 471 | 589 | 0.106
adder cells (fa/ha/maj) | 427 | 427 | 0.432
AND/OR/NAND/NOR | 424 | 424 | 0.130
AND-OR/OR-AND | 278 | 278 | 0.110
flip-flops | 101 | 101 | 0.158
XOR/XNOR | 95 | 95 | 0.0495
multiplexers | 20 | 20 | 0.0132
==> cell type report <==
| cell class | count | share of cell area |
|---|---|---|
| multi-input cells | 1244 | 0.646 |
| repair buffers | 131 | 0.0645 |
| clock buffers | 10 | 0.0125 |
| clock inverters | 6 | 0.00248 |
| well taps | 748 | 0.0488 |
| flip-flops and latches | 101 | 0.139 |
| inverters | 442 | 0.0866 |
==> layout by cell type (no fill, tap or decap), types with 7 or more instances in the layout <==
cell type,instances
a21o_1,21
o21ai_0,80
clkdlybuf4s50_1,101
inv_1,442
fa_1,257
and2_1,141
mux2_2,17
nor2_1,52
nand3_1,16
buf_4,30
dfxtp_1,37
a21boi_0,10
o21a_1,7
and3_1,9
edfxtp_1,64
a221oi_1,12
xor2_1,33
xnor2_1,62
clkbuf_16,9
nor2b_1,28
or3_1,8
nor3_1,11
nand2_1,121
nand2b_1,21
a211oi_1,11
o211ai_1,7
a21oi_1,64
ha_1,168
==> per-layer routing <==
layer,track usage,part of all wire,vias to the layer above
met4,0.0192,0.014,2
met1,0.234,0.43,5910
met5,0.00952,0.0017,-
li1,-,-,5964
met2,0.271,0.47,328
met3,0.0525,0.080,39
Power and IR drop assume default switching activity.
