## design/flow/design.v

```verilog
module vreg_file(
    input wire clk,
    input wire wen,
    input wire [4:0] vs1,  
    input wire [4:0] vs2,  
    input wire [4:0] vd,  
    input wire [63:0] wdata,
    output wire [63:0] rdata1,
    output wire [63:0] rdata2
);
    reg [63:0] vregs [0:31];
    assign rdata1 = (vs1 != 5'd0) ? vregs[vs1] : 64'd0;
    assign rdata2 = (vs2 != 5'd0) ? vregs[vs2] : 64'd0;
    always @(posedge clk) begin
        if (wen && (vd != 5'd0)) begin
            vregs[vd] <= wdata;
        end
    end
    integer i;
    initial begin
        for (i = 0; i < 32; i = i + 1) begin
            vregs[i] = 64'd0;   
        end
    end
endmodule
```

## design/flow/run.sh

```bash
#!/bin/bash
# OpenROAD 26Q1-2900-gdf79404cd8, Yosys 0.63+post, stock flow scripts
make -C /OpenROAD-flow-scripts/flow DESIGN_CONFIG=/design/flow/config.mk WORK_HOME=/design/flow/orfs finish
```

## design/flow/config.mk

```make
export PLATFORM = sky130hd
export DESIGN_NAME = vreg_file
export DESIGN_NICKNAME = vreg_file
export VERILOG_FILES = /design/flow/design.v
export SDC_FILE = /design/flow/constraint.sdc
export NUM_CORES = 4
export LEC_CHECK = 1
export CORE_UTILIZATION = 40
```

## design/flow/constraint.sdc

```tcl
current_design vreg_file

set clk_period 12.4
set clk_io_pct 0.2

create_clock -name clk0 -period $clk_period [get_ports {clk}]

set non_clock_inputs [all_inputs -no_clocks]
set_input_delay [expr $clk_period * $clk_io_pct] -clock clk0 $non_clock_inputs
set_output_delay [expr $clk_period * $clk_io_pct] -clock clk0 [all_outputs]
```

==> impl_metrics.py <==
# Synthesis and PnR figures
metrics = {
    "outcome": {
        "outcome": "finished, final reports clean",
    },
    "detailed_routing": {
        "top_layer": "met5",
        "total_number_of_vias": 51800,
        "detail_route.iter0.violations": 3412,
        "totalWireLength_um": 297000,
        "ant_nets": 0,
        "met3WireLength_um": 53000,
        "drc_viols": 0,
        "avgRoutedWirePerCell_um": 36.0,
        "wl_met1_um": 90800,
        "drt_pass1_iterations": 7,
        "met2_wirelength_um": 142000,
        "post_drt_via_cell_ratio": 6.27,
    },
    "setup_path": {
        "critPathLaunch": "vs2[1]",
        "worst_path_class_setup": "in2out",
        "cp-end-kind": "primary output",
        "critical-path-max-stage-delay_ps": 660,
        "required_ps": 9920,
        "cp_slowest_cell": "sky130_fd_sc_hd__buf_4",
        "path_common_cell": "sky130_fd_sc_hd__buf_4",
        "cp_data_arrival_time_ps": 6590,
        "worst-path-max-fanout": 58,
        "worstPathCellList": "buf_8 > buf_4 > nor3b_2 > buf_4 > buf_4 > a221oi_1 > and3_1 > nor3_1 > clkdlybuf4s50_1",
        "worstSetupStartpointType": "primary input",
        "worstSetupEndpoint": "rdata2[26]",
    },
    "timing": {
        "timing_hold_violations_final": 0,
        "drv_slew": 0,
        "layout_min_cycle_time_ps": 9070,
        "fmax_ghz": 0.110,
        "tightestPinTransition_ps": 1080,
        "grt_setup_unrepaired": "no",
        "maxSlewHeadroom": 0.274,
        "setup_viol_count_final": 0,
        "period_used_share": 0.731,
        "tns_ps": 0,
    },
    "power": {
        "power_density_nw_per_um2": 142,
        "post_layout_total_power_mw": 15.3,
        "p_leak_nw": 34.2,
        "worst_ir_drop_vdd_v": 0.000103,
    },
    "synthesis": {
        "postSynth.asyncResetShare": 0,
        "postSynthSeqShare": 0.655,
        "synth_flops": 2048,
        "netlist_instances": 4565,
        "synth_warnings": 1,
        "yosysChipArea_um2": 94000,
        "enable_flop_cells": 2048,
        "synth.avg_cell_area_um2": 20.6,
        "yosysTopAreaCell": "sky130_fd_sc_hd__edfxtp_1",
        "ys.flop_type": "sky130_fd_sc_hd__edfxtp_1",
        "post_synth_instance_area_um2": 94000,
        "post_synth_cell_types": 49,
        "area_leaders": "sky130_fd_sc_hd__edfxtp_1 65%, sky130_fd_sc_hd__mux4_2 22%, sky130_fd_sc_hd__mux2i_1 3.0%, sky130_fd_sc_hd__mux2_2 1.8%, sky130_fd_sc_hd__clkbuf_1 0.66%",
        "ys_cells": 4565,
        "yosys-top-cells-count": "2048 x sky130_fd_sc_hd__edfxtp_1, 920 x sky130_fd_sc_hd__mux4_2, 284 x sky130_fd_sc_hd__mux2i_1",
        "synth_top_cell_by_count": "sky130_fd_sc_hd__edfxtp_1",
        "largest_type_area_fraction": 0.655,
    },
    "die": {
        "die_width_um": 487,
        "row_count": 177,
        "floorplan.core_util": 0.403,
        "core_area_um2": 233000,
        "chip_area_um2": 237000,
        "die_outline_height_um": 487,
        "io_pins": 209,
    },
    "min_path": {
        "worst_hold_startpoint": "wdata[46]",
        "min-delay-path-class": "in2reg",
    },
    "placed_design": {
        "dp_hpwl_um": 164000,
        "place.gp.congestion": 0.864,
        "placed_cell_area_um2": 101000,
        "placed_instances": 7865,
        "port_buffers": 208,
    },
    "final_layout": {
        "area_growth_pct": 14.5,
        "stdcell_area_um2": 108000,
        "register_bank_with_the_most_flops": "vregs",
        "share_of_final_layout_standard_cells_stronger_than_drive_strength_1": 0.330,
        "fillerInstances": 19200,
        "fin_util": 0.462,
        "largest_reg_flops": 2048,
        "top_flop_regs": "vregs (2048)",
        "post_layout_nonfiller_instances": 8254,
    },
    "global_route": {
        "grt_pass1_wl_um": 420000,
        "grt_pass1_vias": 57700,
        "grtUsageTotal": 0.279,
        "antenna_found_initial": 10,
        "globalRouteOverflowTotal": 0,
        "largest_net_degree_at_the_start_of_global_routing": 86,
    },
    "job": {
        "log.warning_count": 26,
        "drv.max_cap_violation_count": 0,
    },
    "clock_tree": {
        "max-clock-path-buffers": 3,
        "tritoncts": "done",
        "cts.repair.resized": 0,
        "post_cts.repair.setup_buffers": 0,
        "cts_max_level": 4,
        "clock_sinks": 2048,
        "clock_transition_time_at_the_flip_flop_clock_pins_of_the_worst_setup_and_hold_paths_ps": 60,
        "cts.root.buffer_cell": "sky130_fd_sc_hd__clkbuf_16",
        "cts_hold_buffers": 0,
        "cts-buffers-inserted": 211,
    },
}
[how the worst min path moves through the flow]
stage                                     to  slack [ps]  depth (start not counted)
after CTS             vregs[9][52]$_DFFE_PP_        2390                          2
after global routing  vregs[1][46]$_DFFE_PP_        2440                          2
final                 vregs[1][46]$_DFFE_PP_        2450                          2
[worst max-delay path, delay by kind of cell]
family / cells / cell delay [ps]
AOI/OAI and AO/OA: 1 / 200
and+or+nand+nor: 3 / 1050
buffers and inverters: 5 / 2680
[per-layer routing]
layer  vias to the layer above  track usage
li1                      20900            -
met1                     26500        0.322
met2                      3776        0.410
met3                       570        0.216
met4                        22       0.0784
met5                         -       0.0176
[metrics by stage]
step	setup slack, ps	hold slack, ps
detailed placement	3210	3310
CTS	3200	2390
finish	3330	2450
global placement	3240	3300
floorplan	5720	2580
global route	3130	2440
[cells by family (layout without fill, tap and decap cells)]
kind of cell	count (synthesis)	count (layout)	synth area share
buf+inv	378	865	0.0200
mux	1353	1353	0.269
simple gates	292	292	0.0159
flops	2048	2048	0.655
other cells	1	71	0.0000399
compound gates	493	493	0.0409
[cell type report]
type | instances | area (um^2) | share of cell area
multi-input combinational | 2202 | 31100 | 0.289
tap | 3132 | 3920 | 0.0364
clock buffer | 270 | 5610 | 0.0521
inverter | 2 | 15.0 | 0.000140
antenna | 7 | 17.5 | 0.000163
timing repair buffer | 481 | 4390 | 0.0408
clock inverter | 112 | 1040 | 0.00966
sequential | 2048 | 61500 | 0.571
[power by group]
part           total [mW]  internal (mW)  switching (mW)
sequential           7.76           7.72          0.0371
combinational        1.38          0.619           0.760
clock                6.19           3.53            2.66
[cells in the final DEF (no fill, tap or decap), types with 9 or more instances in the layout]
| master | n |
|---|---|
| sky130_fd_sc_hd__o22ai_1 | 70 |
| sky130_fd_sc_hd__conb_1 | 64 |
| sky130_fd_sc_hd__clkinv_1 | 43 |
| sky130_fd_sc_hd__a31oi_1 | 9 |
| sky130_fd_sc_hd__clkdlybuf4s50_1 | 200 |
| sky130_fd_sc_hd__buf_4 | 256 |
| sky130_fd_sc_hd__nor3_1 | 63 |
| sky130_fd_sc_hd__mux2_2 | 149 |
| sky130_fd_sc_hd__edfxtp_1 | 2048 |
| sky130_fd_sc_hd__clkbuf_16 | 216 |
| sky130_fd_sc_hd__a211oi_1 | 58 |
| sky130_fd_sc_hd__nand2_1 | 70 |
| sky130_fd_sc_hd__clkbuf_1 | 54 |
| sky130_fd_sc_hd__a22oi_1 | 75 |
| sky130_fd_sc_hd__nand2b_1 | 9 |
| sky130_fd_sc_hd__a221oi_1 | 68 |
| sky130_fd_sc_hd__buf_12 | 18 |
| sky130_fd_sc_hd__clkinv_2 | 32 |
| sky130_fd_sc_hd__bufinv_16 | 17 |
| sky130_fd_sc_hd__mux2i_1 | 284 |
| sky130_fd_sc_hd__nor2_4 | 32 |
| sky130_fd_sc_hd__mux4_2 | 920 |
| sky130_fd_sc_hd__a22o_1 | 59 |
| sky130_fd_sc_hd__o221ai_1 | 69 |
| sky130_fd_sc_hd__and3_1 | 59 |
| sky130_fd_sc_hd__a21o_1 | 49 |
| sky130_fd_sc_hd__nor2_1 | 11 |
Power figures rest on the tool's default switching activity, not on a simulated workload.
